<file path="flow/design.v">
`timescale 1ns/1ns
module ALU(input [7:0] A, B, input Cin, clk, input [1:0] ALUOp, output logic [7:0] ALUout, output logic [2:0] CZN);
	parameter ADD=3, AND=1, OR=2;
	logic Cout, Negative, Zero;
	assign Negative = (ALUout<0)? 1 : 0;
	assign Zero = (ALUout==0)? 1 : 0;
	assign CZN = {Cout, Zero, Negative};
	always @(*) begin
		Cout <= 0;
		case(ALUOp)
			ADD:
				{Cout, ALUout} <= A + B + Cin;
			AND:
				ALUout <= A & B;
			OR:
				ALUout <= A | B;
		endcase
	end
endmodule
</file>
<file path="flow/run.sh">
#!/bin/bash
# OpenROAD 26Q1-2900-gdf79404cd8, Yosys 0.63+post, stock flow scripts
make -C /OpenROAD-flow-scripts/flow DESIGN_CONFIG=/design/flow/config.mk WORK_HOME=/design/flow/orfs finish
</file>
<file path="flow/config.mk">
export PLATFORM = sky130hd
export DESIGN_NAME = ALU
export DESIGN_NICKNAME = ALU
export VERILOG_FILES = /design/flow/design.v
export SDC_FILE = /design/flow/constraint.sdc
export NUM_CORES = 4
export LEC_CHECK = 1
export CORE_AREA = 10 10 84 84
export DIE_AREA = 0 0 94 94
</file>
<file path="flow/constraint.sdc">
current_design ALU

set clk_period 4.2
set clk_io_pct 0.2

create_clock -name clk0 -period $clk_period

set non_clock_inputs [all_inputs -no_clocks]
set_input_delay [expr $clk_period * $clk_io_pct] -clock clk0 $non_clock_inputs
set_output_delay [expr $clk_period * $clk_io_pct] -clock clk0 [all_outputs]
</file>
==> notes.md <==
Physical design

Across the run, the number of max-cap violations was 0. The global route stage reports its total congestion overflow as 0. Per the cell usage report, the commonest logic cell in the layout is clkdlybuf4s50_1. The largest net degree at the start of global routing stands at 14. The cell area that synthesis handed to floorplanning was approximately 960 um2. The count of cells resized by post-cts repair stands at 0. The final max-slew violation count recorded for this run is 0. The yosys stat cell total stands at approximately 120. The number of core rows stands at 26. The peak supply drop stands at 0.0000210 V. In the layout the commonest cells are clkdlybuf4s50_1 (29), inv_1 (21), ha_1 (20).

Setup repair after global routing left no endpoint under its margin. Of all nets on the critical path, the largest fanout is 4. Summed over all layers, the routed wires come to approximately 2300 um. The register with the most flip-flops in the layout has 8 of them. The most critical min-delay path falls under input pin to output pin.

The launch point of the worst min-delay path is recorded as ALUOp[1]. The capture point of the critical path was reported as CZN[2]. The flip-flop and latch count after synthesis stands at 8.

The final report gives the core utilization as 0.250. The worst setup path is captured at an output pin. The number of synthesized flops with an enable pin stands at 0. The synthesis report lists the Yosys warning total as 1. The count of cell types in the netlist stands at 36. The post-cts hold buffer count stands at 0. The number of register pins that no clock reaches stands at 8. Looking at the post-CTS report, the setup buffer insertion count equals 0.

STA puts the critical path data required time at approximately 3.4 ns. The largest total area in the synthesized netlist belongs to ha_1. The iteration tally of the first detailed-router pass stands at 4. During I/O placement, the number of pins put on the boundary was 31. RePlAce ended its routability-driven mode at a weighted congestion of 0.847.

The end-of-flow timing check tallies setup violations at 0. The arrival time at the worst endpoint stands at 3.19 ns. After layout, the minimum clock period comes to roughly 4 ns.

The first-pass GRT wire length stands at roughly 3700 um. The horizontal die dimension stands at roughly 94 um. The largest register by flop count is ALUout. The height of the chip stands at 94 um. Of the post-synthesis cell area, the dominant cell type holds 0.261. The fraction of registers with async set/reset stands at 0.

After floorplanning, the die was sized to cover around 8800 um2. The highest clock rate this design can be run at is 248 MHz. The area taken by multi-input combinational cells is reported as approximately 720 um2. The filler cells instantiated in the layout total around 570. The initial antenna violation count stands at 0. The stage logs contain a warning count of 45. The area reported by Yosys stat stands at roughly 960 um2.

The synthesized area per cell stands at approximately 7.9 um2. The number of antenna repair diodes stands at 0. Synthesis produced a netlist whose cell count is between 100 and 150. The registers reported with the highest flop counts are ALUout: 8 flops. The synthesis report lists the most area-consuming cells as ha_1 (26%), dlxtn_1 (13%), inv_1 (8.2%).

The violation tally recorded at the end of detailed-routing iteration 0 is just over 40. The total via count in the routed design stands at around 860. The signed area change from the synthesized netlist to the final layout stands at 35.6%.

Detailed placement finished with a half-perimeter wire length of a little over 2000 um. The detailed-route vias per instance stands at about 4.0. In the final routed layout, each cell accounts on average for approximately 11 um. The flow reported a cell area power density of between 90 and 100 nW/um2. The final count of hold timing violations stands at 0. For this design the static power due to leakage is 0.000587 uW. The via count of the first global-routing pass stands at 801.

The count of buffers added on input and output ports is 29. The setup path with the least slack is of type input pin to output pin. The sequential standard cell area stands at around 120 um2.

Overall routing resource usage recorded by global route was 0.0496. The fraction of final layout cells sized beyond drive strength 1 stands at 0.0345. The most used flip-flop cell after synthesis is dlxtn_1. Once detail routing completed, the nets flagged for antenna violations numbered 0.

The critical path starts at A[0]. The post-layout period usage of the worst path stands at 0.959. The run finished with clean final reports. The core region is between 5000 and 6000 um2. The initial standard-cell utilization of the core stands at 0.184. The count of endpoints without a timing constraint stands at 17. The DRC violations left stands at 0.

The worst setup path is launched from an input pin. Summed over all failing endpoints, the final setup total negative slack is 0 ns.
kinds of logic after synthesis:
logic type,count (synthesis),share of synthesized area
other cells,1,0.00391
compound gates,36,0.270
fa+ha+maj,22,0.303
mux,1,0.0117
buf+inv,27,0.125
latches,8,0.125
simple gates,26,0.151
xor+xnor,1,0.00914
where the power goes:
part	switching, uW	total (uW)	internal, uW
Sequential	1.53	10.7	9.19
Clock	0	0	0
Combinational	55.9	118	61.7
layer usage:
metal,track usage,wire (um),part of all wire
met5,0,0,0
met4,0,0,0
met3,0.0129,196,0.085
met2,0.0801,1010,0.44
met1,0.0688,1090,0.47
worst max-delay path, cell delays in order:
cell,delay (ns)
clkdlybuf4s50_1,0.47
fa_1,0.49
inv_1,0.09
fa_1,0.24
nor2b_4,0.05
o31a_1,0.29
o31ai_2,0.21
a21oi_1,0.10
clkdlybuf4s50_1,0.41
through the flow:
stage	worst slack [ns]	cells	total power, uW	hold WS (ns)	cell area (um2)
after floorplan	1.07	122	84.6	2.03	958
after global placement	0.136	215	128	2.84	1290
after detailed placement	0.121	215	129	2.85	1290
after CTS	0.110	215	129	2.85	1290
after global routing	0.0476	215	144	2.88	1300
final	0.174	215	128	2.82	1300
Yosys cell counts, types with 3 or more instances:
cell type,n
inv_1,21
nor2_1,6
a211oi_1,3
buf_4,3
ha_1,20
a21oi_1,4
nand2_1,7
or4_1,3
o21ai_0,12
dlxtn_1,8
cell type report:
type	instances	area share
repair buffers	29	0.223
well taps	70	0.0674
inverters	21	0.0606
flip-flops and latches	8	0.0924
multi-input cells	87	0.556
worst min path at each step:
| stage | endpoint | slack (ns) | cells after the start |
|---|---|---|---|
| 4_1_cts | CZN[2] | 2.85 | 5 |
| 5_1_grt | CZN[2] | 2.88 | 5 |
| 6_report | CZN[2] | 2.82 | 5 |
Power and IR drop assume default switching activity.
