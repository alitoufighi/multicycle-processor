`design/flow/run.sh`:
```
#!/bin/bash
# OpenROAD 26Q1-2900-gdf79404cd8, Yosys 0.63+post, stock flow scripts
make -C /OpenROAD-flow-scripts/flow DESIGN_CONFIG=/design/flow/config.mk WORK_HOME=/design/flow/orfs finish
```
`design/flow/config.mk`:
```
export PLATFORM = sky130hd
export DESIGN_NAME = InstructionRegister
export DESIGN_NICKNAME = InstructionRegister
export VERILOG_FILES = /design/flow/design.v
export SDC_FILE = /design/flow/constraint.sdc
export NUM_CORES = 4
export LEC_CHECK = 1
export CORE_AREA = 10 10 73 73
export DIE_AREA = 0 0 83 83
```
`design/flow/constraint.sdc`:
```
current_design InstructionRegister

set clk_period 1.1
set clk_io_pct 0.2

create_clock -name clk0 -period $clk_period [get_ports {clk}]

set non_clock_inputs [all_inputs -no_clocks]
set_input_delay [expr $clk_period * $clk_io_pct] -clock clk0 $non_clock_inputs
set_output_delay [expr $clk_period * $clk_io_pct] -clock clk0 [all_outputs]
```
`design/flow/design.v`:
```
`timescale 1ns/1ns
module InstructionRegister (input [7:0] in, input clk, rst, ldR, ldL,
							output logic [12:0] addr_out, output logic [7:0] data_out, output logic [3:0] opcode_out, output logic [1:0] AccSrc, AccDst);
	logic [15:0] out;
	assign data_out = out[15:8];
	assign addr_out = out[12:0];
	assign opcode_out = out[15:12];
	assign AccSrc = out[ 9: 8];
	assign AccDst = out[11:10];
	always @(posedge clk or posedge rst) begin
		if (rst)
			out <= 0;
		else if (ldR)
			out[ 7:0] <= in;
		else if (ldL)
			out[ 15:8] <= in;
		else
			out <= out;
	end
endmodule
```
==> impl_metrics.csv <==
group,metric,value,unit
status,status,"complete, no violations",
power_and_ir_drop,internal_power,1.38,mW
power_and_ir_drop,powerDensity,1390,nW/um^2
worst_hold_path,hold_path_class,"input port to asynchronous set/reset pin",
clocking,tritoncts_clock_tree,"done",
logic_synthesis,asyncSetResetFlopFracSynth,100,%
routing,total_via_count_in_the_routed_design,526,
flow_run,warning_count,27,
worst_setup_path,timing.reg2reg.setup_slack,80,ps
worst_setup_path,start_kind,"register",
sta,report.final.setup_viol,0,
finish,filler_cell_count,390,
clocking,clock_latency,240,ps
finish,largest_reg_flops,16,
power_and_ir_drop,clockPowerShare,29.2,%
power_and_ir_drop,power_frac_comb,29.7,%
clocking,cts.reportedPaths.clkPinSlew,60,ps
floorplan,initial_core_util,20.0,%
worst_setup_path,cp-end-kind,"output port",
clocking,ctsLongestPathBuffers,2,
sta,final_max_slew_viol_count,0,
logic_synthesis,yosys.stat.chipArea,748,um^2
power_and_ir_drop,pwr-share-seq,41.0,%
global_route,first_global_vias,540,
worst_setup_path,slowest_delay,410,ps
sta,timing.final.ws_setup,0.199,ps
routing,detail_route.vias_per_cell,3.68,
sta,finalHoldViolCount,0,
worst_setup_path,crit_slowest_cell,"sky130_fd_sc_hd__dfrtp_1",
worst_setup_path,data_required_critical_path,880,ps
floorplan,dieHeight,83,um
finish,flow.area_growth_from_synthesis,68.2,%
routing,drt-initial-drc-count,11,
floorplan,core_area,3740,um^2
logic_synthesis,largest_area_contributor_in_the_synthesized_netlist,"sky130_fd_sc_hd__dfrtp_1",
power_and_ir_drop,switchingPower,0.366,mW
logic_synthesis,post_synthesis_cell_count,49,
power_and_ir_drop,power.share.switching,20.9,%
worst_setup_path,worstReg2RegEnd,"out[11]$_DFFE_PP0P_",
routing,final_antenna_net_count,0,
clocking,htree_num_levels,1,
sta,finalCritPeriodShare,100,%
logic_synthesis,synth.ff_latch_count,16,
clocking,cts.sink_count,16,
global_route,grt_pass1_wl,3060,um
logic_synthesis,count_of_warnings_emitted_by_yosys,1,
flow_run,timing.max_cap.violations,0,
clocking,clock_root_buffer,"sky130_fd_sc_hd__clkbuf_8",
finish,layout-drive-gt1-share,58.9,%
logic_synthesis,part_of_the_yosys_area_used_for_sequential_elements,53.5,%
routing,route.final.wire_length,1960,um
finish,layout_top_registers,"out (16)",
logic_synthesis,common_cells,"sky130_fd_sc_hd__dfrtp_1 (16), sky130_fd_sc_hd__buf_4 (13), sky130_fd_sc_hd__mux2_2 (8), sky130_fd_sc_hd__mux2_4 (8), sky130_fd_sc_hd__buf_6 (2)",
sta,period_minus_slack,1100,ps
worst_setup_path,worstPathArrival,880,ps
placed_design,gp_congestion,0.670,
worst_setup_path,worstRegToRegCells,3,
worst_setup_path,crit_path_max_fanout,3,
logic_synthesis,synth_area_per_cell,15.3,um^2
placed_design,dpl.hpwl,1480,um
sta,final.setup.tns,0,ps
global_route,number_of_antenna_violations_at_the_first_check_in_global_routing,0,
floorplan,dieWidth,83,um
floorplan,fp-row-count,22,
logic_synthesis,yosys_most_used_dff,"sky130_fd_sc_hd__dfrtp_1",
logic_synthesis,synthDistinctLibCells,7,
clocking,cts-buffers-inserted,3,
logic_synthesis,netlist.top_cell.by_instances,"sky130_fd_sc_hd__dfrtp_1",
worst_setup_path,r2r_start,"out[11]$_DFFE_PP0P_",
global_route,overflow,0,
finish,largest_register,"out",
worst_setup_path,crit_path_frequent_cell,"sky130_fd_sc_hd__buf_6",
logic_synthesis,yosys.area.top_type_share,53.5,%
logic_synthesis,yosys-stat-cells,49,
sta,clock_skew,0,ps
sta,max_clock_freq,0.909,GHz
power_and_ir_drop,cellLeakagePower,0.617,nW
worst_setup_path,timing.critical_path.cells,"buf_6 -> buf_6",
routing,drc,0,
routing,avgRoutedWirePerCell,13.7,um
logic_synthesis,post_synth_instance_area,748,um^2
placed_design,portBuffers,40,
floorplan,ios,41,
logic_synthesis,ys_top_cells_by_area,"sky130_fd_sc_hd__dfrtp_1 (54%), sky130_fd_sc_hd__mux2_4 (16%), sky130_fd_sc_hd__buf_4 (13%)",
routing,drt_pass1_iterations,2,
sta,worst_pin_slew,173,ps
global_route,grt_max_degree,10,
sta,worst_slew_margin_rel,88.5,%
logic_synthesis,edf_count,0,
floorplan,fp.dieArea,6890,um^2
sta,rsz0062_at_grt,"yes",
global_route,gr-usage-all-layers,5.42,%
power_and_ir_drop,power.ir.vdd_worst,1.24,mV
placed_design,place_ws,-275,ps
routing,antenna_cells,0,
worst_setup_path,setup.worst_path.class,"register to output port",
## critical path: cells and delay by family, from the launching register on
family   cells  cell delay [ps]
buf+inv      2              230
flops        1              410
## through the flow
step	power, mW	util [%]	hold WS [ps]	cells	cell area [um^2]
after floorplan	0.907	-	134	49	748
after global placement	1.18	29.9	494	126	1120
after detailed placement	1.18	29.9	499	126	1120
after CTS	1.75	33.3	261	142	1250
after global routing	1.86	33.6	271	143	1260
final	1.75	33.6	262	143	1260
## how the worst max path moves through the flow
stage                   from     endpoint  cells past startpoint
5_1_grt   out[8]$_DFFE_PP0P_  data_out[0]                      2
6_report  out[8]$_DFFE_PP0P_  data_out[0]                      2
4_1_cts   out[8]$_DFFE_PP0P_  data_out[0]                      2
## layout by cell type, fill, tap and decap left out
| master | Yosys | routed |
|---|---|---|
| sky130_fd_sc_hd__buf_2 | 0 | 1 |
| sky130_fd_sc_hd__buf_4 | 13 | 10 |
| sky130_fd_sc_hd__buf_6 | 2 | 15 |
| sky130_fd_sc_hd__clkbuf_2 | 0 | 9 |
| sky130_fd_sc_hd__clkbuf_8 | 0 | 4 |
| sky130_fd_sc_hd__clkdlybuf4s15_1 | 0 | 11 |
| sky130_fd_sc_hd__clkdlybuf4s50_1 | 0 | 9 |
| sky130_fd_sc_hd__dfrtp_1 | 16 | 16 |
| sky130_fd_sc_hd__dlygate4sd2_1 | 0 | 1 |
| sky130_fd_sc_hd__dlymetal6s2s_1 | 0 | 1 |
| sky130_fd_sc_hd__inv_1 | 1 | 1 |
| sky130_fd_sc_hd__mux2_2 | 8 | 8 |
| sky130_fd_sc_hd__mux2_4 | 8 | 8 |
| sky130_fd_sc_hd__nand2b_4 | 1 | 1 |
## what timing repair did
item / in CTS / in global routing
resized: 70 / 23
hold buffers: 0 / 0
cloned: 0 / 0
endpoints found under the setup margin: 39 / 31
setup buffers: 13 / 1
## logic make-up after synthesis
logic type	Yosys count	synth area share (%)
buf+inv	16	16.6
simple gates	1	1.84
mux	16	28.1
flops	16	53.5
## routing by layer
| metal | wire, um | GRT usage (%) |
|---|---|---|
| met1 | 973 | 8.00 |
| met2 | 731 | 6.42 |
| met3 | 250 | 3.74 |
| met4 | 0 | 0.308 |
| met5 | 0 | 0 |
## power by group through the flow
stage,combinational [mW],sequential (mW),clock [mW]
4_1_cts,0.503,0.718,0.525
5_1_grt,0.567,0.729,0.565
6_report,0.520,0.717,0.510
## cell type report
type | instances | area [um^2] | area share, %
clock buffer | 4 | 55.1 | 4.37
inverter | 1 | 3.75 | 0.298
multi-input combinational | 17 | 224 | 17.8
sequential | 16 | 400 | 31.8
tap | 48 | 60.1 | 4.77
timing repair buffer | 57 | 515 | 41.0
No activity file was given, so power comes from the tool's default toggle rates.
